--- /design/flow/run.sh ---
#!/bin/bash
# OpenROAD 26Q1-2900-gdf79404cd8, Yosys 0.63+post, stock flow scripts
make -C /OpenROAD-flow-scripts/flow DESIGN_CONFIG=/design/flow/config.mk WORK_HOME=/design/flow/orfs finish
--- /design/flow/config.mk ---
export PLATFORM = sky130hd
export DESIGN_NAME = Sinv_box_0
export DESIGN_NICKNAME = Sinv_box_0
export VERILOG_FILES = /design/flow/design.v
export SDC_FILE = /design/flow/constraint.sdc
export NUM_CORES = 4
export LEC_CHECK = 1
export CORE_AREA = 10 10 70 70
export DIE_AREA = 0 0 80 80
--- /design/flow/constraint.sdc ---
current_design Sinv_box_0

set clk_period 1.9
set clk_io_pct 0.2

create_clock -name clk0 -period $clk_period

set non_clock_inputs [all_inputs -no_clocks]
set_input_delay [expr $clk_period * $clk_io_pct] -clock clk0 $non_clock_inputs
set_output_delay [expr $clk_period * $clk_io_pct] -clock clk0 [all_outputs]
--- /design/flow/design.v ---
module Sinv_box_0 (input_data, output_data);
	input [3:0] input_data;
	output reg [3:0] output_data;
	always @ (*) begin
		case (input_data)
			4'd0:  output_data = 4'd13;
			4'd1:  output_data = 4'd3;
			4'd2:  output_data = 4'd11;
			4'd3:  output_data = 4'd0;
			4'd4:  output_data = 4'd10;
			4'd5:  output_data = 4'd6;
			4'd6:  output_data = 4'd5;
			4'd7:  output_data = 4'd12;
			4'd8:  output_data = 4'd1;
			4'd9:  output_data = 4'd14;
			4'd10: output_data = 4'd4;
			4'd11: output_data = 4'd7;
			4'd12: output_data = 4'd15;
			4'd13: output_data = 4'd9;
			4'd14: output_data = 4'd8;
			4'd15: output_data = 4'd2;
		endcase
	end
endmodule
module Sinv_box_1 (input_data, output_data);
	input [3:0] input_data;
	output reg [3:0] output_data;
	always @ (*) begin
		case (input_data)
			4'd0:  output_data = 4'd5;
			4'd1:  output_data = 4'd8;
			4'd2:  output_data = 4'd2;
			4'd3:  output_data = 4'd14;
			4'd4:  output_data = 4'd15;
			4'd5:  output_data = 4'd6;
			4'd6:  output_data = 4'd12;
			4'd7:  output_data = 4'd3;
			4'd8:  output_data = 4'd11;
			4'd9:  output_data = 4'd4;
			4'd10: output_data = 4'd7;
			4'd11: output_data = 4'd9;
			4'd12: output_data = 4'd1;
			4'd13: output_data = 4'd13;
			4'd14: output_data = 4'd10;
			4'd15: output_data = 4'd0;
		endcase
	end
endmodule
module Sinv_box_2 (input_data, output_data);
	input [3:0] input_data;
	output reg [3:0] output_data;
	always @ (*) begin
		case (input_data)
			4'd0:  output_data = 4'd12;
			4'd1:  output_data = 4'd9;
			4'd2:  output_data = 4'd15;
			4'd3:  output_data = 4'd4;
			4'd4:  output_data = 4'd11;
			4'd5:  output_data = 4'd14;
			4'd6:  output_data = 4'd1;
			4'd7:  output_data = 4'd2;
			4'd8:  output_data = 4'd0;
			4'd9:  output_data = 4'd3;
			4'd10: output_data = 4'd6;
			4'd11: output_data = 4'd13;
			4'd12: output_data = 4'd5;
			4'd13: output_data = 4'd8;
			4'd14: output_data = 4'd10;
			4'd15: output_data = 4'd7;
		endcase
	end
endmodule
module Sinv_box_3 (input_data, output_data);
	input [3:0] input_data;
	output reg [3:0] output_data;
	always @ (*) begin
		case (input_data)
			4'd0:  output_data = 4'd0;
			4'd1:  output_data = 4'd9;
			4'd2:  output_data = 4'd10;
			4'd3:  output_data = 4'd7;
			4'd4:  output_data = 4'd11;
			4'd5:  output_data = 4'd14;
			4'd6:  output_data = 4'd6;
			4'd7:  output_data = 4'd13;
			4'd8:  output_data = 4'd3;
			4'd9:  output_data = 4'd5;
			4'd10: output_data = 4'd12;
			4'd11: output_data = 4'd2;
			4'd12: output_data = 4'd4;
			4'd13: output_data = 4'd8;
			4'd14: output_data = 4'd15;
			4'd15: output_data = 4'd1;
		endcase
	end
endmodule
module Sinv_box_4 (input_data, output_data);
	input [3:0] input_data;
	output reg [3:0] output_data;
	always @ (*) begin
		case (input_data)
			4'd0:  output_data = 4'd5;
			4'd1:  output_data = 4'd0;
			4'd2:  output_data = 4'd8;
			4'd3:  output_data = 4'd3;
			4'd4:  output_data = 4'd10;
			4'd5:  output_data = 4'd9;
			4'd6:  output_data = 4'd7;
			4'd7:  output_data = 4'd14;
			4'd8:  output_data = 4'd2;
			4'd9:  output_data = 4'd12;
			4'd10: output_data = 4'd11;
			4'd11: output_data = 4'd6;
			4'd12: output_data = 4'd4;
			4'd13: output_data = 4'd15;
			4'd14: output_data = 4'd13;
			4'd15: output_data = 4'd1;
		endcase
	end
endmodule
module Sinv_box_5 (input_data, output_data);
	input [3:0] input_data;
	output reg [3:0] output_data;
	always @ (*) begin
		case (input_data)
			4'd0:  output_data = 4'd8;
			4'd1:  output_data = 4'd15;
			4'd2:  output_data = 4'd2;
			4'd3:  output_data = 4'd9;
			4'd4:  output_data = 4'd4;
			4'd5:  output_data = 4'd1;
			4'd6:  output_data = 4'd13;
			4'd7:  output_data = 4'd14;
			4'd8:  output_data = 4'd11;
			4'd9:  output_data = 4'd6;
			4'd10: output_data = 4'd5;
			4'd11: output_data = 4'd3;
			4'd12: output_data = 4'd7;
			4'd13: output_data = 4'd12;
			4'd14: output_data = 4'd10;
			4'd15: output_data = 4'd0;
		endcase
	end
endmodule
module Sinv_box_6 (input_data, output_data);
	input [3:0] input_data;
	output reg [3:0] output_data;
	always @ (*) begin
		case (input_data)
			4'd0:  output_data = 4'd15;
			4'd1:  output_data = 4'd10;
			4'd2:  output_data = 4'd1;
			4'd3:  output_data = 4'd13;
			4'd4:  output_data = 4'd5;
			4'd5:  output_data = 4'd3;
			4'd6:  output_data = 4'd6;
			4'd7:  output_data = 4'd0;
			4'd8:  output_data = 4'd4;
			4'd9:  output_data = 4'd9;
			4'd10: output_data = 4'd14;
			4'd11: output_data = 4'd7;
			4'd12: output_data = 4'd2;
			4'd13: output_data = 4'd12;
			4'd14: output_data = 4'd8;
			4'd15: output_data = 4'd11;
		endcase
	end
endmodule
module Sinv_box_7 (input_data, output_data);
	input [3:0] input_data;
	output reg [3:0] output_data;
	always @ (*) begin
		case (input_data)
			4'd0:  output_data = 4'd3;
			4'd1:  output_data = 4'd0;
			4'd2:  output_data = 4'd6;
			4'd3:  output_data = 4'd13;
			4'd4:  output_data = 4'd9;
			4'd5:  output_data = 4'd14;
			4'd6:  output_data = 4'd15;
			4'd7:  output_data = 4'd8;
			4'd8:  output_data = 4'd5;
			4'd9:  output_data = 4'd12;
			4'd10: output_data = 4'd11;
			4'd11: output_data = 4'd7;
			4'd12: output_data = 4'd10;
			4'd13: output_data = 4'd1;
			4'd14: output_data = 4'd4;
			4'd15: output_data = 4'd2;
		endcase
	end
endmodule
==> summary.rpt <==
PHYSICAL IMPLEMENTATION REPORT
----------------------------------------------------
[Final timing]
  Worst-Margin Slew ........................ 0.198 ns
  # setup viols final ........................ 0
  Fin Setup TNS ........................ 0 ns
  Highest achievable clock rate ........................ 554 MHz
  Unrepaired setup endpoints after global routing ........................ no
  Endpoints failing hold ........................ 0
  Part of the cycle the worst path needs ........................ 95.0%
  Final Slew Violations ........................ 0
  Worst-case headroom to the max-slew limit ........................ 86.7%
  Final min period ........................ 1.81 ns

[Global route]
  Met1 track demand over resource in global routing ........................ 2.11%
  Most used routing layer in global routing ........................ met2
  Antenna violations before repair ........................ 1
  First-pass GRT wire length ........................ 938 µm
  Number of global-route vias before repair ........................ 216
  GRT Util Overall ........................ 1.66%
  Fraction of met2 tracks used by global routing ........................ 2.89%
  Pin count of the biggest net entering global routing ........................ 8
  Fraction of met3 tracks used by global routing ........................ 0.455%
  Final global-route overflow total ........................ 0

[Synthesis]
  Register area share after synthesis ........................ 0%
  Post-synthesis instance total ........................ 24
  Count of distinct cell types in the synthesized netlist ........................ 14
  Count of synthesis-stage warnings from yosys ........................ 1
  Post-synthesis cell count from yosys ........................ 24
  Synthesized chip area reported by yosys ........................ 161 µm²
  Summed instance area of the synthesized netlist ........................ 161 µm²
  Mean post-synth cell area ........................ 6.73 µm²

[Floorplan]
  Initial Util ........................ 4.73%
  Horizontal die dimension ........................ 80 µm
  Top-level I/O count ........................ 8
  Chip area ........................ 0.00640 mm²
  Core outline area ........................ 0.00342 mm²
  Core Rows ........................ 21
  Die H ........................ 80 µm

[Detailed routing]
  Average wire per cell in the routed design ........................ 6.37 µm
  Starting DRT DRC Count ........................ 33
  Number of nets still failing antenna checks after routing ........................ 0
  Overall via count from detail_route ........................ 200
  Total routed wirelength ........................ 529 µm
  DR DRC count ........................ 0
  Length of the first detailed-routing pass in iterations ........................ 3
  Number of vias per cell after detailed routing ........................ 2.41

[Pwr]
  Leakage power summed over all cells ........................ 0.139 nW
  Peak supply drop ........................ 0.0223 mV
  Power per standard cell area ........................ 190 mW/mm²
  Sum of internal, switching and leakage power ........................ 0.0669 mW

[Setup path]
  Maximum fanout encountered on the critical timing path ........................ 3
  Required @ worst endpoint ........................ 1.52 ns
  Sort of element at the start of the critical path ........................ input port
  Data arrival time of the worst path ........................ 1.43 ns
  Worst Setup End Kind ........................ primary output
  Kind of critical path ........................ input port to primary output

[Place]
  Total half-perimeter wirelength after legalization and detailed placement ........................ 458 µm
  IO buf count ........................ 8
  Weighted congestion reported at the end of routability-driven placement ........................ 0.640
  Dpl cells ........................ 82

[Run]
  Number of warnings in the stage logs ........................ 35
  Max-cap viol count ........................ 0

[Layout]
  Sequential cell area ........................ 0 µm²
  Most common logic cells in the final layout ........................ sky130_fd_sc_hd__nand2_1, sky130_fd_sc_hd__dlygate4sd2_1, sky130_fd_sc_hd__buf_4
  Layout Area Growth over Synthesis ........................ 118%
  Proportion of layout cells with a drive suffix above 1 ........................ 44.4%
  Non-filler instance count after layout ........................ 83
  FILL cells ........................ 408
  Area used by multi-input combinational logic ........................ 168 µm²
  Clock buf count ........................ 0
  Sequential cell count ........................ 0

[Hold path]
  Worst hold-check path type ........................ input port to primary output

[Status]
  Result of the run ........................ completed

[Clock tree]
  Number of setup buffers added after CTS ........................ 0

----------------------------------------------------
-- synth_stat cells (all sizes together) --
library cell	n	area (µm²)
a21oi	1	5.00
inv	2	7.51
xnor2	1	8.76
or4	1	7.51
ha	3	37.5
nand2b	1	6.26
nand2	5	18.8
a31oi	1	6.26
mux2i	1	10.0
nand3	1	5.00
buf	2	22.5
o22ai	1	6.26
o21ai	4	20.0
-- per-layer routing --
layer  up-vias  share of wire, %
met5         -                 0
met4         0                 0
met3         0               6.6
met2         4                45
met1        86                48
li1        110                 -
-- cell type report --
cell class | count | share of cell area (%)
antenna | 1 | 0.712
inverter | 2 | 3.56
multi-input combinational | 20 | 47.7
tap | 46 | 16.4
timing repair buffer | 14 | 31.7
-- kinds of logic after synthesis --
group	count (synthesis)	synth area share [%]
AND/OR/NAND/NOR	8	23.3
AND-OR/OR-AND	7	23.3
buffers and inverters	4	18.6
adder cells (fa/ha/maj)	3	23.3
XOR/XNOR	1	5.43
multiplexers	1	6.20
-- final timing paths --
check	cells past startpoint	to	start
worst min-delay path	6	output_data[3]	input_data[1]
worst max-delay path	7	output_data[3]	input_data[1]
-- what timing repair did --
action	in CTS	in global routing
setup endpoints to repair	4	2
gates resized	19	10
hold buffers	0	0
-- through the flow --
step | hold slack (ns) | area [µm²] | setup slack (ns) | utilization (%)
after floorplan | 0.873 | 161 | 0.312 | -
after global placement | 1.89 | 322 | -0.677 | 9.41
final | 1.29 | 352 | 0.0947 | 10.3
after CTS | 1.43 | 345 | -0.162 | 10.1
after detailed placement | 1.89 | 322 | -0.692 | 9.41
after global routing | 1.34 | 352 | 0.0349 | 10.3
-- critical path, cell delays in order --
cell	delay, ns
sky130_fd_sc_hd__buf_2	0.12
sky130_fd_sc_hd__inv_4	0.06
sky130_fd_sc_hd__ha_4	0.15
sky130_fd_sc_hd__or4_4	0.50
sky130_fd_sc_hd__o21ai_2	0.08
sky130_fd_sc_hd__a21oi_2	0.04
sky130_fd_sc_hd__clkbuf_2	0.10
-- power by group --
| group | leakage, nW | internal, mW | total [mW] | switching [mW] |
|---|---|---|---|---|
| registers | 0 | 0 | 0 | 0 |
| logic | 0.139 | 0.0375 | 0.0669 | 0.0294 |
| clock network | 0.00000634 | 0.0000000703 | 0.0000000703 | 0 |
Power is estimated from default activity; no workload was simulated.
